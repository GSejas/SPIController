**design/flow/config.mk**
```make
export PLATFORM = sky130hd
export DESIGN_NAME = ShiftRegPISOIzq
export DESIGN_NICKNAME = ShiftRegPISOIzq
export VERILOG_FILES = /design/flow/design.v
export SDC_FILE = /design/flow/constraint.sdc
export NUM_CORES = 4
export LEC_CHECK = 1
export CORE_AREA = 10 10 71 71
export DIE_AREA = 0 0 81 81
```
**design/flow/constraint.sdc**
```tcl
current_design ShiftRegPISOIzq

set clk_period 1.8
set clk_io_pct 0.2

create_clock -name clk0 -period $clk_period [get_ports {clk}]

set non_clock_inputs [all_inputs -no_clocks]
set_input_delay [expr $clk_period * $clk_io_pct] -clock clk0 $non_clock_inputs
set_output_delay [expr $clk_period * $clk_io_pct] -clock clk0 [all_outputs]
```
**design/flow/design.v**
```verilog
`timescale 1ns / 1ps
module ShiftRegPISOIzq(clk, rst, ena, load, DatIn, DatOut);
parameter LARGO = 8;
input clk, rst, ena, load;
input [LARGO-1:0]DatIn;
output reg DatOut;
reg [LARGO-2:0]tmp;
	always @(negedge clk, posedge rst)
		if(rst)
			DatOut 	<= 0;
		else if (load)
			begin
				tmp <= DatIn[LARGO-2:0];
				DatOut <= DatIn[LARGO-1];
			end
		else if(ena)
			begin
				tmp <= {tmp[LARGO-3:0],1'b0};
				DatOut <= tmp[LARGO-2];
			end
		else
			DatOut <= DatOut;
endmodule
```
**design/flow/run.sh**
```bash
#!/bin/bash
# OpenROAD 26Q1-2900-gdf79404cd8, Yosys 0.63+post, stock flow scripts
make -C /OpenROAD-flow-scripts/flow DESIGN_CONFIG=/design/flow/config.mk WORK_HOME=/design/flow/orfs finish
```
==> flow_summary_export.csv <==
group,metric,value,unit
outcome,status,"finished, violations left",
outcome,violations,"setup timing",
floorplanning,die_h,81,um
finish,comb_area,134,um^2
synth,ys_chip_area,378,um^2
placed_design,place.gp.congestion,0.739,
synth,yosys-top-cells-count,"7 x edfxtp_1, 6 x mux2_4, 2 x inv_1, 2 x nor2_1",
final_timing,setup_viol,1,
synth,edf_count,7,
critical_path,critical_path.slowest_cell,"dfrtn_1",
final_timing,tightest_slew,211,ps
final_timing,maxSlewHeadroom,0.859,
synth,synth_cells,23,
critical_path,timing.rr.start,"tmp[2]",
route,antenna_left,0,
grt,grt-ovfl-total,0,
final_timing,slew_viol_final,0,
finish,syn_to_final_growth,75.2,%
critical_path,arrival,1640,ps
route,dr.pass1.iters,3,
grt,grt_usage,0.0284,
floorplanning,die_w,81,um
critical_path,cp-start-kind,"flip-flop",
finish,drive_gt1_frac,0.383,
clock_network,tritoncts,"built",
placed_design,port_buffers,12,
critical_path,cp_max_fo,2,
power_and_ir_drop,p_leak,0.297,nW
synth,yosysTopAreaCellShare,0.556,
synth,yosysWarnings,1,
route,drtIter0Drc,8,
critical_path,crit_chain,"buf_2",
synth,synthArstFlopShare,0.125,
grt,antenna_found_initial,0,
synth,ys_top_cells_by_area,"edfxtp_1 56%, mux2_4 24%, dfrtn_1 6.6%",
synth,yosysTopAreaCell,"edfxtp_1",
floorplanning,core,3630,um^2
clock_network,clk_pin_slew,40,ps
finish,utilization,0.182,
critical_path,reg2reg_depth,1,
critical_path,crit_type,"reg2out",
finish,final.fill_count,410,
power_and_ir_drop,peakVddDrop,193,uV
critical_path,end_kind,"output pin",
route,wl,861,um
floorplanning,chipArea,6560,um^2
synth,most_common_cell,"edfxtp_1",
critical_path,critPathTopFamily,"flip-flops",
synth,synthFlopType,"edfxtp_1",
synth,yosysSeqAreaShare,0.623,
final_timing,hold_viol,0,
floorplanning,io_pins,13,
min_path,min_path_cells,2,
final_timing,rsz0062_at_grt,"yes",
clock_network,cts_setup_buffers,0,
route,wl_per_cell,9.06,um
clock_network,cts.sinks,8,
clock_network,clk_latency,290,ps
final_timing,hold_ws,485,ps
min_path,min_path_type,"reg2reg",
route,drc,0,
route,insertedDiodeCount,0,
min_path,holdPathEnd,"DatOut",
clock_network,htree_levels,1,
critical_path,path_buffers,1,
final_timing,finClkSkew,41.9,ps
clock_network,numCtsBuffers,3,
synth,ys_types,10,
grt,grt_pass1_wl,1460,um
job,tool_warnings,35,
placed_design,dp_slack,-692,ps
clock_network,cts_root_buf,"clkbuf_8",
clock_network,ctsHoldBuffers,0,
critical_path,rrSetupSlack,900,ps
synth,yosys_cells,23,
floorplanning,fp_util,0.104,
route,via_count,263,
job,max-cap-violations,0,
grt,grt_start_max_net_pins,8,
synth,ys.flops,8,
min_path,min-delay-start,"tmp[6]",
power_and_ir_drop,cellPowerDensity,881,nW/um^2
synth,synth_area,378,um^2
final_timing,finalWorstSetupSlack,-199,ps
critical_path,crit_required,1440,ps
critical_path,r2r_end,"tmp[3]",
synth,syn_area_per_cell,16.4,um^2
placed_design,hpwl,605,um
floorplanning,core.rowCount,22,
critical_path,max_stage_delay,400,ps
finish,seq_area,235,um^2
route,viasPerCell,2.77,
clock_network,clk_path_buf_depth,2,
grt,grt_pass1_vias,294,
## report_power, final
group          switching [W]  leakage [nW]   total, W  internal, W
Clock               0.000112        0.0600   0.000288     0.000175
Combinational      0.0000223         0.159  0.0000708    0.0000485
Sequential        0.00000405        0.0786   0.000224     0.000220
## stage by stage
stage / area (um^2) / TNS, ps / cells / power (W)
2_1_floorplan: 397 / -1390 / 23 / 0.000288
3_3_place_gp: 584 / -10080 / 84 / 0.000325
3_5_place_dp: 584 / -10140 / 84 / 0.000325
4_1_cts: 662 / -213 / 95 / 0.000595
5_1_grt: 662 / -234 / 95 / 0.000626
6_report: 662 / -199 / 95 / 0.000583
## area by class of cell
cell class | instances | area share
Clock inverter | 7 | 0.0397
Clock buffer | 4 | 0.0681
Timing Repair Buffer | 15 | 0.238
Tap cell | 48 | 0.0907
Multi-Input combinational cell | 12 | 0.202
Inverter | 1 | 0.00567
Sequential cell | 8 | 0.355
## cells in the final DEF, fill, tap and decap left out, types with 2 or more instances in the layout
cell type	Yosys	layout
clkbuf_8	0	3
dlygate4sd2_1	0	7
inv_1	2	8
clkdlybuf4s50_1	0	2
edfxtp_1	7	7
mux2_4	6	6
## state kept, by name, indices dropped and copies added (netlist names)
register and count:
DatOut 1, tmp 7
## cells by family after synthesis
logic type             synth area share
AND-OR/OR-AND                    0.0132
buffers and inverters            0.0497
flip-flops                        0.623
multiplexers                      0.265
AND/OR/NAND/NOR                  0.0497
## per-layer routing
metal	up-vias	part of all wire	global-route usage
met2	16	0.35	0.0263
met4	0	0.031	0.0156
met5	-	0	0
met1	116	0.56	0.0462
met3	2	0.059	0.0145
li1	129	-	-
## repair_timing
item,4_1_cts,5_1_grt
cloned,1,0
gates resized,17,3
pin swaps,1,1
setup endpoints to repair,16,7
hold endpoints to repair,0,0
## how the worst max path moves through the flow
stage / start / endpoint / cells past startpoint
final: DatOut / DatOut / 1
after global routing: DatOut / DatOut / 1
after CTS: DatOut / DatOut / 1
No activity file was given, so power comes from the tool's default toggle rates.
