`./config.mk`:
```
export PLATFORM = sky130hd
export DESIGN_NAME = ShiftRegSIPOIzq
export DESIGN_NICKNAME = ShiftRegSIPOIzq
export VERILOG_FILES = /design/flow/design.v
export SDC_FILE = /design/flow/constraint.sdc
export NUM_CORES = 4
export LEC_CHECK = 1
export CORE_AREA = 10 10 70 70
export DIE_AREA = 0 0 80 80
```
`./constraint.sdc`:
```
current_design ShiftRegSIPOIzq

set clk_period 1.2
set clk_io_pct 0.2

create_clock -name clk0 -period $clk_period [get_ports {clk}]

set non_clock_inputs [all_inputs -no_clocks]
set_input_delay [expr $clk_period * $clk_io_pct] -clock clk0 $non_clock_inputs
set_output_delay [expr $clk_period * $clk_io_pct] -clock clk0 [all_outputs]
```
`./design.v`:
```
`timescale 1ns / 1ps
module ShiftRegSIPOIzq(clk, rst, ena, DatIn, DatOut);
	parameter LARGO = 8;
	input clk, rst, ena, DatIn;
	output reg[LARGO-1:0]DatOut;
always @(negedge clk, posedge rst)
	if(rst)
		DatOut 	= 0;
	else if(ena)
		DatOut = {DatOut[LARGO-2:0], DatIn};
	else
		DatOut = DatOut;
endmodule
```
`./run.sh`:
```
#!/bin/bash
# OpenROAD 26Q1-2900-gdf79404cd8, Yosys 0.63+post, stock flow scripts
make -C /OpenROAD-flow-scripts/flow DESIGN_CONFIG=/design/flow/config.mk WORK_HOME=/design/flow/orfs finish
```
==> flow_summary_export.csv <==
group,metric,value,unit
route,viasPerCell,2.57,
placement,portBuffers,11,
floorplanning,initCoreUtil,0.0982,
route,wl_per_cell,7.83,um
placement,dp_hpwl,573,um
global_route,grt_pass1_vias,263,
worst_setup_path,critPathMaxStageDelay,0.41,ns
finish,syn2layout_area_growth,70.1,%
power,combPwrFrac,0.380,
synth,synth-area-yosys,335,sq um
synth,ys_seq_frac,0.597,
global_route,overflow,0,
route,drt-pass1-iter-count,2,
floorplanning,chipArea,6400,sq um
finish,post-route-util,0.167,
finish,comb_area,120,sq um
worst_setup_path,required,0.96,ns
clocking,cts_tree,"yes",
finish,stdcell_count,88,
clocking,clock_latency,0.26,ns
sta,relSlewSlack,0.928,
synth,top_cells_by_count,"dfrtn_1, mux2_4, buf_6, inv_1",
worst_setup_path,path_delay_family,"flip-flops",
worst_setup_path,worst_path_max_delay_cell,"dfrtn_1",
route,ant_nets,0,
route,route.final.wire_length,689,um
run_status,violations,"setup timing",
worst_setup_path,crit_chain,"buf_2",
synth,synth_cell_type_count,4,
clocking,cts_root_buf,"clkbuf_4",
finish,largest_reg_flops,8,
power,p_int,0.725,mW
global_route,grt_max_degree,9,
route,drtIter0Drc,6,
synth,top_cells_by_area,"dfrtn_1, mux2_4, buf_6",
floorplanning,core_area,3420,sq um
finish,fillers,397,
synth,edf_count,0,
worst_setup_path,critPathLaunchType,"flip-flop",
worst_hold_path,hp-class,"reg -> reg",
power,switchingPower,0.203,mW
synth,ys_cells,18,
synth,synthArstFlopShare,1.00,
power,switching_share,0.218,
synth,syn_area,335,sq um
synth,yosys.area.top_type,"dfrtn_1",
finish,regArea,200,sq um
power,leakage,0.284,nW
run,cap_violations,0,
worst_setup_path,path_class,"reg -> out",
floorplanning,chipHeight,80,um
floorplanning,die_w,80,um
power,ir_worst_vdd,0.000487,V
run,tool_warnings,28,
worst_setup_path,critPathBufInv,1,
clocking,cts.sinks,8,
floorplanning,row_count,21,
synth,synth_top_area_share,0.597,
placement,dp_cells,84,
clocking,hold_buffers,0,
route,num_antenna_cells,0,
power,power.density,1630,nW/um^2
global_route,antenna_found_initial,0,
worst_setup_path,cp_max_fo,2,
synth,synthFlopType,"dfrtn_1",
synth,synth.ff_latch_count,8,
sta,layout_setup_ws,-0.408,ns
sta,grt_setup_unrepaired,"true",
sta,worstMarginPinSlew,0.107,ns
power,p_clk_frac,0.209,
global_route,grt_pass1_wl,1.17,mm
synth,synthCells,18,
sta,fin_skew,0.00360,ns
synth,synth_area_per_cell,18.6,sq um
clocking,cts_buffer_depth,2,
sta,hold_viol_final,0,
floorplanning,ios,12,
placement,gp_congestion,0.735,
run_status,outcome,"finished with violations",
finish,drive_gt1_frac,0.738,
clocking,cts_buffers,3,
worst_setup_path,endpoint_kind,"output port",
power,pwr-share-seq,0.411,
clocking,path_clk_slew,0.04,ns
synth,yosysWarningCount,1,
route,num_vias,226,
sta,finalSetupViolCount,8,
clocking,cts_max_level,1,
sta,final-max-slew-violation-count,0,
worst_setup_path,crit_arrival,1.37,ns
route,drc,0,
global_route,track_usage,0.0240,
-- power by group through the flow --
stage	clock [mW]	sequential [mW]	combinational, mW
CTS	0.203	0.384	0.363
finish	0.194	0.381	0.353
global route	0.217	0.393	0.392
-- tightest hold or removal path, cell delays in order, from the launching register on --
cell,delay (ns)
dfrtn_1,0.39
buf_4,0.11
mux2_4,0.12
-- cell usage in the layout, fill, tap and decap left out --
cell type	n
buf_12	1
buf_2	8
buf_4	10
buf_6	1
clkbuf_4	3
clkdlybuf4s15_1	1
clkdlybuf4s50_1	1
dfrtn_1	8
inv_1	1
mux2_4	8
-- routing by layer --
layer / global-route usage / vias to the layer above / share of wire
met5: 0 / - / 0
li1: - / 110 / -
met1: 0.0359 / 102 / 0.57
met4: 0.00528 / 0 / 0.0058
met2: 0.0249 / 12 / 0.32
met3: 0.0182 / 2 / 0.11
-- area by class of cell --
class | instances | area share
clock buffer | 3 | 0.0395
sequential | 8 | 0.351
multi-input combinational | 8 | 0.211
tap | 46 | 0.101
timing repair buffer | 22 | 0.292
inverter | 1 | 0.00658
-- what timing repair did --
item | 4_1_cts | 5_1_grt
pin swaps | 0 | 0
resized | 32 | 0
setup buffers | 2 | 0
endpoints found under the setup margin | 16 | 8
-- final timing paths --
| check | start | endpoint | cells after the start | slack (ns) |
|---|---|---|---|---|
| max in group asynchronous | rst | DatOut[4]$_DFFE_NP0P_ | 3 | 0.30 |
| min reg2reg | DatOut[6]$_DFFE_NP0P_ | DatOut[7]$_DFFE_NP0P_ | 2 | 0.54 |
| max reg2reg | DatOut[3]$_DFFE_NP0P_ | DatOut[3]$_DFFE_NP0P_ | 3 | 0.21 |
| min | DatOut[6]$_DFFE_NP0P_ | DatOut[7]$_DFFE_NP0P_ | 2 | 0.54 |
| max | DatOut[1]$_DFFE_NP0P_ | DatOut[1] | 1 | -0.41 |
| min in group asynchronous | rst | DatOut[3]$_DFFE_NP0P_ | 3 | 0.76 |
-- metrics by stage --
stage | power [mW] | instance area (sq um) | TNS (ns) | hold slack [ns] | worst slack [ns]
after CTS | 0.950 | 571 | -3.29 | 0.550 | -0.422
after floorplan | 0.503 | 344 | -1.75 | 0.418 | -0.204
final | 0.928 | 571 | -3.16 | 0.545 | -0.408
after global placement | 0.803 | 592 | -10.05 | 0.545 | -0.747
after global routing | 1.00 | 571 | -3.53 | 0.568 | -0.471
after detailed placement | 0.802 | 592 | -10.06 | 0.551 | -0.750
-- logic make-up (layout without fill, tap and decap cells) --
logic type	count (synthesis)	in the layout	synth area share
muxes	8	8	0.358
DFF	8	8	0.597
buffers and inverters	2	26	0.0448
Power figures rest on the tool's default switching activity, not on a simulated workload.
