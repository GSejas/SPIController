$ cat run.sh
#!/bin/bash
# OpenROAD 26Q1-2900-gdf79404cd8, Yosys 0.63+post, stock flow scripts
make -C /OpenROAD-flow-scripts/flow DESIGN_CONFIG=/design/flow/config.mk WORK_HOME=/design/flow/orfs finish
$ cat config.mk
export PLATFORM = sky130hd
export DESIGN_NAME = ContaNb
export DESIGN_NICKNAME = ContaNb
export VERILOG_FILES = /design/flow/design.v
export SDC_FILE = /design/flow/constraint.sdc
export NUM_CORES = 4
export LEC_CHECK = 1
export CORE_AREA = 10 10 70 70
export DIE_AREA = 0 0 80 80
$ cat constraint.sdc
current_design ContaNb

set clk_period 1.5
set clk_io_pct 0.2

create_clock -name clk0 -period $clk_period [get_ports {clk}]

set non_clock_inputs [all_inputs -no_clocks]
set_input_delay [expr $clk_period * $clk_io_pct] -clock clk0 $non_clock_inputs
set_output_delay [expr $clk_period * $clk_io_pct] -clock clk0 [all_outputs]
$ cat design.v
`timescale 1ns / 1ps
module ContaNb(rst, clk, ena, cuenta);
parameter LARGO = 8;
input rst, clk, ena;
output reg [LARGO - 1:0]cuenta;
always @(negedge clk, posedge rst)
	if(rst)
		cuenta = 0;
	else if (ena)
		cuenta = cuenta + 1;
	else
		cuenta = cuenta;
endmodule
==> CHANGELOG.md <==
## Implementation

- Outcome: finished with violations
- Failing checks: negative setup slack
- Filler Cells Inserted: between 300 and 400
- Row count: 21
- RSZ-0062 raised after global routing: yes
- Seq cells post-synth: 8
- Full die area: 6400 sq um
- Setup ws final: -0.3324 ns
- Die Y: 80 um
- First-pass GRT wire length: 1490 um
- Hold-fix buffers, CTS: 0
- CP startpoint kind: flip-flop
- Worst skew pair latency: ~0.26 ns
- Distinct cells, synth: 12
- Arr. time, crit path: about 1.5 ns
- CTS tree: done
- Share of cells above drive strength 1: 54.55%
- Yosys stat area: 345.3 sq um
- Commonest Layout Cell: buf_4
- Largest net degree at the start of global routing: 9
- Gr ovfl total: 0
- CP peak stage delay: slightly above 0.4 ns
- Vias per inst: between 2 and 3
- Worst Skew: between 0.006 and 0.007 ns
- Reg power frac: 33.2%
- CP endpoint kind: output pin
- Post-Syn Instances: 27
- Slowest CP cell: dfrtn_1
- Hpwl dp: 644.9 um
- Num CTS Buffers: 3
- Die Wd: 80 um
- Yosys cell count: 27
- Synth top area share: 57.97%
- CP top delay family: flip-flops
- Dominant logic cell types in the final layout: 14 x buf_4, 8 x dfrtn_1, 8 x buf_2
- Max H-tree Level: 1
- DRC violations left: 0
- Clock power frac: 15.4%
- Pint: 0.7418 mW
- Core area: between 3000 and 4000 sq um
- Switching power: 0.3243 mW
- Max_cap viols: 0
- Number of global-route vias before repair: 318
- Clock root cell: clkbuf_4
- Tightest Hold Check Type: flip-flop to flip-flop
- Switching Fraction: a little under a third
- Antenna viol nets, final: 0
- Top cells by area: dfrtn_1 58%, xnor2_1 10%, xor2_1 7.6%, ha_1 3.6%, nand4_1 3.6%
- Mean Syn Cell Area: 12.79 sq um
- Area delta synth->final: 79.71%
- Max Root-Sink Buffers: 2
- Via Count: 302
- OpenROAD warning count: 28
- Tot GR Track Use: 2.961%
- Setup TNS Final: -2.452 ns
- Slew headroom: 90.29%
- Crit path DRT: ~1.2 ns
- I/O Buffers: 10
- Worst Tran Pin Value: 0.1446 ns
- Crit Path Class: flip-flop to output pin
- N_diodes: 0
- Drt first-iter violations: 26
- Pre-antenna DRT Iters: 2
- Reg clk slew, reported paths: 0.04 ns
- Post-Layout Inst Area: 620.6 sq um
- Max reg flops: 8
- Leakage: 0.3057 nW
- Placer Congestion: 0.7496
- Clk sinks: 8
- Final Max Slew Viols: 0
- IO Count: 11
- Logic pwr share: 51.3%
- Initial antenna violation count: 0
- Total Wirelength: 824 um
- Fp util: 10.11%
- Synth area leader: dfrtn_1
- WP buf/inv: 1
- CP max FO: 2
- Yosys Warn Count: 1
- Setup violators final: 8
- Sequential fraction of the synthesis area: between 50 and 60%
- Max rail drop VDD: between 0.4 and 0.5 mV
- Crit-path cells: buf_2
- Power Density: 1718 nW/um^2
- Placed Instance Area: 603.1 sq um
- Drt wl/cell: 8.158 um
- Cell Area, Synth: roughly 350 sq um
- Final hold viol count: 0
[path summary, 6_finish.rpt]
| path | from | end | slack (ns) | cells after the start |
|---|---|---|---|---|
| max | cuenta[0] | cuenta[0] | -0.33 | 1 |
| min | cuenta[3] | cuenta[3] | 0.54 | 2 |
| max reg2reg | cuenta[0] | cuenta[1] | 0.30 | 3 |
| min reg2reg | cuenta[3] | cuenta[3] | 0.54 | 2 |
| max in group asynchronous | rst | cuenta[4] | 0.39 | 3 |
| min in group asynchronous | rst | cuenta[6] | 0.97 | 3 |
[layout make-up]
cell class                      count  area [sq um]  area share (%)
Multi-Input combinational cell     18         153.9           24.80
Clock buffer                        3         22.52           3.629
Sequential cell                     8         200.2           32.26
Inverter                            1         3.754          0.6048
Tap cell                           46         57.56           9.274
Timing Repair Buffer               25         182.7           29.44
[cells by family (layout without fill, tap and decap cells)]
family | Yosys count | after routing | synth area share, %
xor gates and xnor gates | 7 | 7 | 17.75
adders and majority gates | 1 | 1 | 3.623
buffers and inverters | 1 | 29 | 1.086
DFF | 8 | 8 | 57.97
muxes | 1 | 1 | 3.261
and+or+nand+nor | 9 | 9 | 16.30
[through the flow]
stage                     hold WS (ns)  util [%]  power (mW)  setup slack, ns  cells
after global routing            0.5806     18.17       1.168          -0.3879    101
after global placement          0.5222     17.66      0.9229          -0.7431     93
after floorplan                 0.3887         -      0.5643         -0.01050     27
after detailed placement        0.5288     17.66      0.9340          -0.7500     93
after CTS                       0.5446     17.88       1.076          -0.3452    100
final                           0.5408     18.17       1.066          -0.3324    101
[tightest hold or removal path, delay by kind of cell (launching register included)]
family | cells | cell delay (ns)
buf+inv | 1 | 0.15
flops | 1 | 0.33
xor+xnor | 1 | 0.14
[metal layers]
metal,vias to the layer above,wire length [um],global-route usage [%]
met5,-,0,0
met4,0,0,0.3521
met1,142,355,3.525
met3,0,178,3.409
met2,11,290,3.451
li1,149,-,-
[cells in the mapped netlist]
cell     n
ha_1     1
nor2_1   1
nor3_2   1
mux2_2   1
nand2_1  3
nand4_1  2
inv_1    1
and3_1   1
nand4_2  1
dfrtn_1  8
xor2_1   3
xnor2_1  4
[repair_timing]
action                                  4_1_cts  5_1_grt
resized                                      29        1
pin swaps                                     0        0
endpoints found under the setup margin       16        9
buffers inserted                              4        1
[power groups by stage]
stage / Combinational, mW / Clock [mW] / Sequential [mW]
after CTS: 0.548 / 0.171 / 0.356
after global routing: 0.616 / 0.183 / 0.369
final: 0.547 / 0.164 / 0.354
Power is estimated from default activity; no workload was simulated.
